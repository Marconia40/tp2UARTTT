==> flow/design.v <==
module br_generator
#(
  parameter clk_frec  = 50.0,  
  parameter baudrate = 19200
  )
  (
   input        i_clk,
   output     reg o_tick
   );
  localparam integer modulo = (clk_frec*1000000) / (baudrate * 16);
  reg [ $clog2 (modulo) - 1:0] contador;
  always @(posedge i_clk)
  begin
    if(contador < modulo)
        begin
            o_tick <= 0;
            contador <= contador + 1;
        end
    else
        begin
            o_tick <= 1;
            contador <= 0;
        end
  end      
endmodule
module uart #(
    parameter   DATA_WIDTH  =   8,
                STOP_WIDTH  =   1
) 
(
    input       clk,
    input       reset,
    input       i_tx_signal,
    input       i_rx_data,
    input [DATA_WIDTH - 1:0]    i_data_byte,
    output [DATA_WIDTH - 1:0]   o_data_byte,
    output      o_rx_done_bit,
    output      o_tx_data,
    output      o_tx_done_bit
);
    br_generator tb_br (
    .i_clk(clk),
    .o_tick(ticks)
    );
    uart_tx transmisor (
        .clk(clk),
        .i_tick(ticks),
        .reset(reset),
        .i_data_byte(i_data_byte),
        .i_tx_signal(i_tx_signal),
        .o_tx_done_bit(o_tx_done_bit),
        .o_tx_data(o_tx_data)
    );
    uart_rx receptor (
        .clk(clk),
        .reset(reset),
        .i_tick(ticks),
        .i_rx_data(i_rx_data),
        .o_rx_done_bit(o_rx_done_bit),
        .o_data_byte(o_data_byte)
    );
endmodule
module uart_rx 
#(
    parameter   DATA_WIDTH  =   8,
                STOP_WIDTH  =   1
) 
(    
    input       clk,
    input       reset,
    input       i_tick,
    input       i_rx_data,
    output                     o_rx_done_bit,
    output [DATA_WIDTH - 1:0]   o_data_byte
);
    localparam  STATE_IDLE   = 4'b0001;
    localparam  STATE_START  = 4'b0010;
    localparam  STATE_DATA   = 4'b0100;
    localparam  STATE_STOP   = 4'b1000;
    reg [DATA_WIDTH - 1:0]  data_byte = 0;
    reg [3:0]   tick_counter    = 0;
    reg [3:0]   current_state   = 0;
    reg [3:0]   next_state      = 0;
    reg [2:0]   data_index      = 0;
    reg [2:0]   stop_index      = 0;
    reg         rx_data         = 1'b1;
    reg         rx_done_bit     = 0;
    assign o_data_byte = data_byte;
    assign o_rx_done_bit = rx_done_bit;
    always @(posedge clk ) 
        rx_data <= i_rx_data;
    always @(posedge clk ) begin
        if (reset) begin 
            current_state <= STATE_IDLE;     
            tick_counter <= 0;
            data_index <= 0;
            stop_index <= 0;
        end
        else
            current_state <= next_state;
    end
    always @(posedge clk ) begin
        case (current_state)
            STATE_IDLE: 
              begin 
                data_index <= 0;
                tick_counter <= 0;
                if (rx_data == 1'b0) begin  
                    next_state <= STATE_START;                 
                    rx_done_bit <= 0;    
                end
                else
                    next_state <= STATE_IDLE;   
              end
            STATE_START:
              begin
                if (i_tick) begin
                    if (tick_counter == 7) begin
                        if (rx_data == 1'b0) begin
                            tick_counter <= 0;
                            next_state <= STATE_DATA;                        
                        end 
                        else begin
                            tick_counter <= 0;
                            next_state <= STATE_IDLE;                        
                        end
                    end
                    else 
                    begin
                        tick_counter <= tick_counter + 1;
                        next_state <= STATE_START;
                    end
                end
              end
            STATE_DATA:
            begin    
                if (i_tick) 
                begin
                    if (tick_counter == 15) 
                    begin
                        tick_counter <= 0;
                        data_byte[data_index] <= rx_data;
                        if (data_index < DATA_WIDTH - 1) 
                        begin
                            data_index <= data_index + 1;
                            next_state <= STATE_DATA;
                        end 
                        else 
                        begin
                            data_index <= 0;                 
                            next_state <= STATE_STOP;
                        end
                    end 
                    else 
                        tick_counter <= tick_counter + 1; 
                end
            end
            STATE_STOP: 
            begin                
                if (i_tick) 
                begin
                    if (tick_counter == 15) 
                    begin
                        if(rx_data == 1'b1)
                        begin    
                            if(stop_index < STOP_WIDTH) 
                            begin
                                stop_index <= stop_index + 1;
                                tick_counter <= 0;                          
                            end
                            else 
                            begin
                                rx_done_bit <= 1'b1;
                                current_state <= STATE_IDLE;
                            end
                        end
                        else 
                        begin
                            tick_counter <= 0;
                            data_index <= 0;
                            stop_index <= 0;
                            next_state <= STATE_IDLE;
                        end
                    end 
                    else 
                        tick_counter <= tick_counter + 1;                
                end
            end
        endcase
    end
endmodule
module uart_tx #(
    parameter   DATA_WIDTH  =   8,
                STOP_WIDTH  =   1
) 
(
    input [DATA_WIDTH - 1:0]    i_data_byte,
    input       clk,
    input       reset,
    input       i_tick,
    input       i_tx_signal,
    output wire  o_tx_done_bit,
    output wire     o_tx_data
);
    localparam  STATE_IDLE   = 4'b0001;
    localparam  STATE_START  = 4'b0010;
    localparam  STATE_DATA   = 4'b0100;
    localparam  STATE_STOP   = 4'b1000;
    reg [DATA_WIDTH - 1:0]  data_byte = 0;
    reg [3:0]   tick_counter    = 0;
    reg [3:0]   current_state   = 0;
    reg [3:0]   next_state      = 0;
    reg [2:0]   data_index      = 0;
    reg [2:0]   stop_index      = 0;
    reg         tx_data         = 1'b1;
    reg         tx_done_bit     = 0;
    assign o_tx_data = tx_data;
    assign o_tx_done_bit = tx_done_bit;
    always @(posedge clk ) begin
        if (reset) begin 
            tick_counter <= 0;
            data_index <= 0;
            stop_index <= 0;
        end
        else
            current_state <= next_state;
    end
    always @(posedge clk ) begin
        case (current_state)
            STATE_IDLE: begin
                tx_data <= 1'b1;
                tick_counter <= 0;
                data_index <= 0;
                next_state <= STATE_IDLE;
                if (i_tx_signal == 1'b1) begin
                    next_state <= STATE_START; 
                    data_byte <= i_data_byte;
                end                                   
            end
            STATE_START: begin
                if (i_tick) begin
                    tx_data <= 1'b0;
                    if (tick_counter == 15) begin
                        next_state <= STATE_DATA;                        
                        tx_data <= 0;
                        data_index <= 0;
                        tick_counter <= 0;
                    end 
                    else begin
                        tick_counter <= tick_counter + 1;
                    end
                end
            end
            STATE_DATA: begin
                if (i_tick) 
                begin    
                    tx_data <= data_byte[data_index];
                    if (tick_counter == 15) 
                    begin
                        tick_counter <= 0;
                        if (data_index == DATA_WIDTH - 1) 
                        begin
                            tick_counter <= 0;
                            data_index <= 0;
                            stop_index <= 0;
                            tx_data <= 1'b1;
                            next_state <= STATE_STOP;
                        end 
                        else 
                            data_index <= data_index + 1;                        
                    end 
                    else 
                        tick_counter = tick_counter + 1;    
                end
            end
            STATE_STOP: begin
                if (i_tick) 
                begin
                    if (tick_counter == 15) 
                    begin
                        if (stop_index == STOP_WIDTH) 
                        begin
                            stop_index <= 0;
                            tick_counter <= 0;
                            tx_done_bit <= 1;
                            next_state <= STATE_IDLE;                            
                        end 
                        else 
                            stop_index <= stop_index + 1;
                    end 
                    else
                        tick_counter = tick_counter + 1; 
                end 
            end
        endcase
    end
endmodule
==> flow/run.sh <==
#!/bin/bash
# OpenROAD 26Q1-2900-gdf79404cd8, Yosys 0.63+post, stock flow scripts
make -C /OpenROAD-flow-scripts/flow DESIGN_CONFIG=/design/flow/config.mk WORK_HOME=/design/flow/orfs finish
==> flow/config.mk <==
export PLATFORM = sky130hd
export DESIGN_NAME = uart
export DESIGN_NICKNAME = uart
export VERILOG_FILES = /design/flow/design.v
export SDC_FILE = /design/flow/constraint.sdc
export NUM_CORES = 4
export LEC_CHECK = 1
export CORE_AREA = 10 10 73 73
export DIE_AREA = 0 0 83 83
==> flow/constraint.sdc <==
current_design uart

set clk_period 2.0
set clk_io_pct 0.2

create_clock -name clk0 -period $clk_period [get_ports {clk}]

set non_clock_inputs [all_inputs -no_clocks]
set_input_delay [expr $clk_period * $clk_io_pct] -clock clk0 $non_clock_inputs
set_output_delay [expr $clk_period * $clk_io_pct] -clock clk0 [all_outputs]
==> run summary <==
The synthesis and PnR run went through. The flow ran to the end, and the final reports show no timing, DRC or antenna violations. Post-cts gate resize count landed at 0. Register share of total power landed at 55.6%. Proportion of netlist area held by the largest area contributor landed at 28.2%. In the CTS report, the clock slew at the register clock pins of the worst setup and hold paths is listed as 50 ps.

Met2 capacity usage during global routing landed at 2.93%. On the final layout, the worst clock skew is 1.96 ps. Number of cells in the yosys synthesis report landed at 61. Total core area landed at 3740 µm². Clock network fraction of design power landed at 42.3%. Die footprint landed at 6890 µm². The switching component of the power was reported as 94.7 µW. For this block, the routed nets add up to 920 µm of wire. Endpoint required time on the critical path landed at 1600 ps. The longest incremental delay of any stage on the critical path is reported as 470 ps. Per the gpl log, the routability congestion estimate is 0.685.

The first global-routing pass estimated 1530 µm of wire. Maximum clock insertion buffer count landed at 2. The detailed router finished its first iteration with 5 violations.

The number of antenna diodes in the final layout is 0. Per the repair_timing log after CTS, setup buffers inserted total 0. Max-slew violation count landed at 0. The launch point of the worst min-delay path is recorded as transmisor.next_state[0]. After global routing, the most crowded layer is met1. Max-cap violation count landed at 0. Count of input and output buffers landed at 3. The post-CTS hold buffer count recorded in the log is 0. Summing all non-filler instances in the final layout gives an area of 732 µm². Per STA, the startpoint of the critical path is transmisor.tx_data.

Wire length per cell after detailed routing landed at 8.00 µm. Site row count landed at 22. Met3 track demand over resource landed at 1.28%. Post-place setup slack landed at 757 ps. In this run the VDD rail shows a maximum IR drop of 0.360 mV. Detailed-route vias per instance landed at 3.25.

The most critical min-delay path falls under reg -> reg. The worst setup path is captured at an output port. In this design, the largest share of critical-path delay is due to buffers and inverters. Setup repair after global routing left no endpoint under its margin. In this run the critical register-to-register path is launched from tb_br.contador[0].

Global routing used 3.68% of the available met1 tracks. Number of I/O pins landed at 23. The routed design could run at a clock period as short as 1430 ps. The power report shows net switching accounting for 17.5% of the total. The initial utilization of the core area, before any placement, comes to 17.0%. Looking at the critical path, the single cell with the biggest stage delay is clkdlybuf4s50_1. The critical path is of the reg -> out type. Floorplan die width landed at 83 µm. Yosys mapped the design onto 25 distinct sky130hd cell types. Yosys reports a chip area of 638 µm². Per the post-run analysis, buffers plus inverters along the critical path come to 1. Overall fraction of global-route tracks in use landed at 2.46%. In the log, the iteration count for the first detailed-route pass is 4. Per STA, the worst path is made up of clkdlybuf4s50_1. For reference, the final report shows the hold violation count at 0. Initial antenna violation count landed at 0. Warnings reported by Yosys during synthesis add up to 53. The number of global-route vias before repair was 353.

Sorting the synthesized cells by area gives the leading types as dfxtp_1, edfxtp_1, buf_4. Post-route period utilization is reported as 71.4%. Internal cell power landed at 447 µW.

Sink count of the clock tree landed at 14. The cell area that synthesis handed to floorplanning was 638 µm². By count the netlist is led by buf_4, dfxtp_1, nor2_1. For this run, the share of the core covered by cells in the final layout is 19.6%. For this run, asynchronously set or reset flops after synthesis account for 0%. Setup slack on the critical path of the routed design comes to 571 ps. Number of synthesized flops with an enable pin landed at 5. In the routed design, unresolved DRC markers number 0. The detail route stage leaves a number of antenna-violating nets equal to 0. The synthesized instance count is 61. Sum of internal, switching and leakage power landed at 541 µW. Counting the buffers created by CTS gives 3. Setup-violating endpoint count in the final report landed at 0. Worst-skew pair later-pin latency landed at 240 ps. H-tree depth landed at 1. Total negative slack for setup checks landed at 0 ps. In this run the cell area measured after placement is 687 µm². Measured along the y axis, the die boundary spans 83 µm. After global routing the overflow that remains totals 0. The worst setup path is launched from a flop. After synthesis the netlist holds a flip-flop and latch count of 14.

Summing over every cut layer, the via total after detailed routing is 374. Area growth from synthesis to layout landed at 14.7%. According to the dpl log, the detail-placed design has an HPWL of 701 µm. Per the CTS log, the root buffer master is clkbuf_8. In this build the clock could be raised as far as 700 MHz. TritonCTS built the clock tree.

For this run the top cell type by instance count after synthesis was buf_4. Combinational cells account for 2.1% of the total power. Power per cell area landed at 740 nW/µm². The analysis attributes to cell leakage a power of 0.000269 µW.

Entering global routing, the biggest net connects 9 pins. Register area share after synthesis landed at 51.8%. The commonest register cell is dfxtp_1.

The layout summary lists the proportion of cells stronger than drive strength 1 as 7.46%. Mean post-synth cell area landed at 10.5 µm². Worst path arrival time landed at 1030 ps. The biggest area contributor in the post-synthesis netlist is dfxtp_1.

Peak fanout along the critical path landed at 1. Total tool warning count landed at 34.
==> per-layer routing <==
layer | vias to the layer above | wire length, µm
met5 | - | 0
met4 | 0 | 8
met3 | 2 | 57
met2 | 11 | 362
met1 | 161 | 492
li1 | 200 | -
==> stage by stage <==
stage	hold slack [ps]	std cells
floorplan	400	70
global placement	402	111
detailed placement	407	111
CTS	420	115
global route	427	115
finish	420	115
==> power by group through the flow <==
stage     Sequential (µW)  Clock (µW)  Combinational [µW]
6_report              301         229                11.1
5_1_grt               301         252                12.9
4_1_cts               301         234                11.7
==> logic make-up after synthesis <==
logic type               count (synthesis)  share of synthesized area (%)
AND/OR/NAND/NOR                         20                           18.0
XOR/XNOR                                 3                           4.12
other                                    1                          0.588
flip-flops                              14                           51.8
AND-OR/OR-AND                            8                           9.41
buffers and inverters                   14                           14.1
adder cells (fa/ha/maj)                  1                           1.96
==> cells in the final DEF (no fill, tap or decap) <==
| master | count |
|---|---|
| xnor2_1 | 2 |
| edfxtp_1 | 5 |
| a32o_1 | 1 |
| o221ai_1 | 1 |
| xor2_1 | 1 |
| dfxtp_1 | 9 |
| inv_1 | 4 |
| clkdlybuf4s50_1 | 3 |
| o21bai_1 | 1 |
| a32oi_1 | 1 |
| conb_1 | 10 |
| ha_1 | 1 |
| or3_1 | 1 |
| nand2_1 | 2 |
| o21ai_0 | 1 |
| clkbuf_1 | 1 |
| clkbuf_8 | 3 |
| nor4_2 | 1 |
| o21a_1 | 1 |
| nand3_2 | 1 |
| a21oi_1 | 1 |
| nor2b_1 | 3 |
| nor2_1 | 6 |
| nand2b_1 | 3 |
| a21boi_1 | 1 |
| nand4_1 | 1 |
| and3_1 | 2 |
==> worst paths after layout <==
path,endpoint,slack [ps],cells past startpoint
hold / removal,transmisor.current_state[0],420,0
setup reg to reg,tb_br.contador[6],740,4
setup / recovery,o_tx_data,570,1
hold reg to reg,transmisor.current_state[0],420,0
==> area by class of cell <==
type,count,area [µm²]
clock buffers,4,45.0
well taps,48,60.1
inverters,4,15.0
multi-input cells,42,251
fillers,425,3010
repair buffers,3,30.0
flip-flops and latches,14,330
==> registers in the layout (all words and copies together) (netlist names) <==
register                  flops
tb_br.contador                8
transmisor.current_state      2
transmisor.next_state         2
tb_br.o_tick                  1
transmisor.tx_data            1
Power and IR drop assume default switching activity.
